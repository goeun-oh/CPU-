### /design/flow/design.v
`timescale 1ns/1ps
module controlUnit(
    input logic [31:0] instrCode,
    output logic regFileWe,
    output logic [3:0] aluOP
);
    wire [6:0] opcode= instrCode[6:0];
    wire [3:0] operator = {instrCode[30], instrCode[14:12]};
    always_comb begin
        regFileWe =1'b0;
        case (opcode)
            7'b0110011: regFileWe=1'b1;  
        endcase
    end
    always_comb begin
        aluOP= 2'bx;
        case(opcode)
            7'b0110011: begin
                case(operator)
                    4'b0000: aluOP=4'b0000;  
                    4'b1000: aluOP=4'b0001;  
                    4'b0001: aluOP=4'b0010;  
                    4'b0101: aluOP=4'b0011;  
                    4'b1101: aluOP=4'b0100;  
                    4'b0010: aluOP=4'b0101;  
                    4'b0011: aluOP=4'b0110;  
                    4'b0100: aluOP=4'b0111;  
                    4'b0110: aluOP=4'b1000;  
                    4'b0111: aluOP=4'b1001;  
                endcase
            end
        endcase
    end
endmodule
### /design/flow/run.sh
#!/bin/bash
# OpenROAD 26Q1-2900-gdf79404cd8, Yosys 0.63+post, stock flow scripts
make -C /OpenROAD-flow-scripts/flow DESIGN_CONFIG=/design/flow/config.mk WORK_HOME=/design/flow/orfs finish
### /design/flow/config.mk
export PLATFORM = sky130hd
export DESIGN_NAME = controlUnit
export DESIGN_NICKNAME = controlUnit
export VERILOG_FILES = /design/flow/design.v
export SDC_FILE = /design/flow/constraint.sdc
export NUM_CORES = 4
export LEC_CHECK = 1
export CORE_AREA = 10 10 70 70
export DIE_AREA = 0 0 80 80
### /design/flow/constraint.sdc
current_design controlUnit

set clk_period 2.8
set clk_io_pct 0.2

create_clock -name clk0 -period $clk_period

set non_clock_inputs [all_inputs -no_clocks]
set_input_delay [expr $clk_period * $clk_io_pct] -clock clk0 $non_clock_inputs
set_output_delay [expr $clk_period * $clk_io_pct] -clock clk0 [all_outputs]
==> results.py <==
# Physical implementation metrics
metrics = {
    "status": {
        "status": "finished, final reports clean",
    },
    "final_layout": {
        "lay_top_cells": "clkdlybuf4s50_1, nor3_1, inv_1",
        "n_clock_buffer": 0,
        "regArea_um2": 0,
        "n_fill_cell": 403,
        "multi_input_comb_area_um2": 110.1,
        "seq_cells": 0,
        "drive_above_1_share": 0.06250,
        "layout.cells.most_common": "clkdlybuf4s50_1",
        "fin_util": 0.09817,
        "area_growth_pct": 185.1,
    },
    "pwr": {
        "ir_drop_mv": 0.009922,
        "seq_power_share": 0,
        "power.leakage_nw": 0.1120,
        "p_comb_frac": 1.000,
        "netSwitchingPower_w": 0.000008361,
        "power_density_nw_per_um2": 80.11,
        "clkPwrFrac": 0,
        "swShare": 0.3112,
        "intPower_w": 0.00001850,
    },
    "synthesis": {
        "yosysCellCount": 16,
        "ys_warn_count": 1,
        "ys_seq_share": 0,
        "yosysChipArea_um2": 117.6,
        "postSynthCellCount": 16,
        "syn-cell-area_um2": 117.6,
        "synth.avg_cell_area_um2": 7.351,
        "ys_types": 13,
    },
    "drt": {
        "antennaDiodeCount": 0,
        "drt-initial-drc-count": 2,
        "vias": 176,
        "wl_per_cell_um": 7.038,
        "totalWireLength_um": 549,
        "detail-route-antenna-nets": 0,
        "dr.pass1.iters": 4,
        "drc_errors": 0,
        "avgViaCountPerCell": 2.256,
    },
    "job": {
        "warnings": 53,
        "drv_cap": 0,
    },
    "timing": {
        "max_freq_mhz": 374.4,
        "worst_pin_slew_ns": 0.2173,
        "finalSetupViolCount": 0,
        "finalHoldViolCount": 0,
        "slew_headroom": 0.8547,
        "finalClockPeriodUsage": 0.9539,
        "finalCriticalPeriod_ns": 2.671,
        "fin_hold_ws_ns": 2.122,
        "finalSetupTns_ns": 0,
        "drv_slew": 0,
        "grt_setup_unrepaired": "no",
    },
    "grt": {
        "grt_pass1_vias": 155,
        "grt_max_degree": 7,
        "antenna_found_initial": 0,
        "grt_util_all_layers": 0.01501,
        "grt_pass1_wl_um": 779,
        "grt.overflow.total": 0,
    },
    "hold_path": {
        "holdCritStartpoint": "instrCode[13]",
        "hold_class": "input pin to primary output",
    },
    "critical_path": {
        "crit_required_ns": 2.24,
        "crit_fanout": 5,
        "critPathLaunch": "instrCode[6]",
        "crit_arrival_ns": 2.11,
        "cp-end-kind": "primary output",
        "path_class": "input pin to primary output",
        "start_kind": "input pin",
    },
    "clock_network": {
        "cts_hold_buf": 0,
        "cts_setup_buffers": 0,
        "post_cts_resized": 0,
    },
    "die": {
        "rows": 21,
        "die_x_um": 80,
        "coreArea_um2": 3416,
        "die_y_um": 80,
        "chip_area_um2": 6400,
        "io_pins": 37,
        "fp_util": 0.03443,
    },
    "placed_design": {
        "place_hpwl_um": 519.7,
        "io_buffers": 16,
        "place_congestion": 0.6762,
    },
}
[worst max-delay path, cell delays in order]
cell and delay [ns]:
clkdlybuf4s50_1 0.39, and4bb_1 0.32, nand4b_4 0.14, nor3_1 0.20
clkdlybuf4s50_1 0.50
[power by group through the flow]
stage                  logic, W  clock network [W]  registers (W)
final                 0.0000269                  0              0
after global routing  0.0000292                  0              0
after CTS             0.0000272                  0              0
[metrics by stage]
stage / power, W / instances / setup WS (ns) / cell area (µm²)
global placement: 0.00002655 / 78 / 0.1305 / 335.3
finish: 0.00002686 / 78 / 0.1291 / 335.3
detailed placement: 0.00002710 / 78 / 0.09528 / 335.3
CTS: 0.00002721 / 78 / 0.09521 / 335.3
global route: 0.00002925 / 78 / 0.05709 / 335.3
floorplan: 0.000007549 / 16 / 1.124 / 117.6
[worst paths after layout]
check / end / slack [ns] / cells after the start
worst max-delay path: aluOP[3] / 0.13 / 5
worst min-delay path: aluOP[3] / 2.12 / 4
[logic make-up after synthesis]
family	after synthesis	share of synthesized area
xor gates and xnor gates	1	0.07448
buffers and inverters	2	0.06385
AOI/OAI and AO/OA	3	0.1596
and+or+nand+nor	10	0.7020
[Yosys cell counts (all sizes together)]
master  number  area (µm²)
nor3         4       25.02
inv          2       7.510
a31oi        1       6.260
and4bb       1       12.51
nand2        1       3.750
nand4b       1       23.77
nor2         1       3.750
nor2b        1       6.260
nor3b        1       7.510
o21a         1       7.510
o21ai        1       5.000
xnor2        1       8.760
[per-layer routing]
| layer | vias to the layer above | global-route usage | share of wire |
|---|---|---|---|
| li1 | 93 | - | - |
| met1 | 73 | 0.01582 | 0.35 |
| met2 | 10 | 0.02889 | 0.51 |
| met3 | 0 | 0.005682 | 0.14 |
| met4 | 0 | 0 | 0 |
| met5 | - | 0 | 0 |
[cell type report]
class                      count  area share
timing repair buffer          16      0.4776
multi-input combinational     14      0.3284
tap                           46      0.1716
inverter                       2     0.02239
Power is estimated from default activity; no workload was simulated.
